==> /design/flow/design.v <==
`timescale 1ns / 1ps
module BaudRateGenerator #(
        parameter SYSTEM_CLOCK = 99999001,
        parameter UART_BAUDRATE = 115200
    )(
        input wire system_clk,
        input wire reset,
		output reg rxclk_en,
		output reg txclk_en
    );
    localparam  RX_ACC_MAX = (SYSTEM_CLOCK / (UART_BAUDRATE * 16))/2;
    localparam  TX_ACC_MAX = (SYSTEM_CLOCK / UART_BAUDRATE)/2;
    localparam  RX_ACC_WIDTH = $clog2(RX_ACC_MAX);
    localparam  TX_ACC_WIDTH = $clog2(TX_ACC_MAX);
    reg [RX_ACC_WIDTH - 1:0] rx_acc = 0;
    reg [TX_ACC_WIDTH - 1:0] tx_acc = 0;
    initial begin
        rxclk_en = 1'b0;
        txclk_en = 1'b0;
    end
    always @(posedge system_clk) begin
        if(reset == 1'b0) begin
            rx_acc <= RX_ACC_MAX;
        end else begin        
            if (rx_acc == RX_ACC_MAX[RX_ACC_WIDTH - 1:0]) begin
                rx_acc <= 1;
                rxclk_en <= ~rxclk_en;
            end else begin
                rx_acc <= rx_acc + 1'b1;
            end
        end
    end
    always @(posedge system_clk) begin
        if(reset == 1'b0) begin
            tx_acc <=  TX_ACC_MAX;
        end else begin 
            if (tx_acc == TX_ACC_MAX[TX_ACC_WIDTH - 1:0]) begin
                tx_acc <= 1;
                txclk_en <= ~txclk_en;
            end else begin
                tx_acc <= tx_acc + 1'b1;
            end
        end
    end
endmodule
`timescale 1ns / 1ps
module UartReceiver(
        input   wire rx,
        output  wire rx_complete,
        input   wire system_clk,
        input   wire reset,
        input   wire uart_clk,
        output  reg [7:0] data,
        output  reg [1:0] rx_error_bit,
        output wire wr_en_deb,
        output  wire deb_rx,
        output  wire deb_rx_complete,
        output  wire deb_rx_clk,
        output wire [1:0] deb_state
);
localparam  RX_STATE_START          = 2'h0,
            RX_STATE_DATA           = 2'h1,
            RX_STATE_STOP           = 2'h2,
            RX_CLOCK_OFF            = 2'h3;
localparam  RX_CHECK_START_BIT      = 2'h0,
            SET_RX_CLK_RESET        = 2'h1,
            DATA_RECEVING           = 2'h2;
localparam  RECEIVED_DATA_SUCCESS   = 2'h0,
            NO_DATA_RECEIVED        = 2'h1,
            STOP_BIT_ERROR          = 2'h2;            
initial begin
    data            = 8'b0;
    rx_error_bit    = RECEIVED_DATA_SUCCESS;
end
reg [1:0] reg_rx_start_stop_state   = RX_CHECK_START_BIT;
reg [1:0] state                     = RX_STATE_START;
always @(posedge system_clk) begin
    if(reset == 1'b0) begin
        reg_rx_start_stop_state <= RX_CHECK_START_BIT;
    end else begin
        case(reg_rx_start_stop_state)
            RX_CHECK_START_BIT: begin
                if(!rx) begin
                    reg_rx_start_stop_state <= DATA_RECEVING;
                end else begin
                    reg_rx_start_stop_state <= RX_CHECK_START_BIT;
                end
            end
            DATA_RECEVING: begin 
                if(state == RX_CLOCK_OFF) begin
                    reg_rx_start_stop_state <= RX_CHECK_START_BIT;
                end else begin
                    reg_rx_start_stop_state <= DATA_RECEVING;
                end
            end
        endcase
    end
end
reg [4:0] sample                = 0;
reg [3:0] bitpos                = 0;
reg [7:0] scratch               = 8'b0;
reg reg_rx_complete             = 1'b0;
reg [6:0] no_data_receive_count = 3'h0;
assign rx_complete  = reg_rx_complete;
always @(posedge uart_clk )  begin
    if(reset == 1'b0) begin
        state <= RX_STATE_START;
        sample <= 0;
    end else begin 
        case (state)            
            RX_STATE_START: begin
                if (!rx || sample != 0) begin
                    sample <= sample + 4'b1;
                end else begin
                    if(no_data_receive_count == 7'h7F)begin
                        rx_error_bit <= NO_DATA_RECEIVED;
                        no_data_receive_count <= 0;                    
                    end else begin
                        no_data_receive_count <= no_data_receive_count + 1'b1;
                    end
                end
                if (sample == 5'h10) begin
                    state <= RX_STATE_DATA;
                    rx_error_bit <= RECEIVED_DATA_SUCCESS;    
                    no_data_receive_count <= 0;                  
                    bitpos <= 0;
                    sample <= 0;
                    scratch <= 0;                    
                end
            end
            RX_STATE_DATA: begin
                sample <= sample + 1'b1;
                if (bitpos == 4'h8 && sample == 5'h8) begin
                    state <= RX_STATE_STOP;
                    sample <= 0;
                    if(rx == 1'b1) begin
                        rx_error_bit <= RECEIVED_DATA_SUCCESS;
                    end else begin
                        rx_error_bit <= STOP_BIT_ERROR;
                    end                    
                end else if(sample == 5'hF) begin
                    sample <= 0;
                end else if (sample == 5'h8) begin
                    scratch[bitpos[2:0]] <= rx;
                    bitpos <= bitpos + 1'b1;
                end
            end
            RX_STATE_STOP: begin     
                if (sample == 3'h5) begin
                    state <= RX_CLOCK_OFF;	
                    reg_rx_complete <= 1'b0;
                    sample <= 0;
                end else begin
                    if(rx_error_bit == RECEIVED_DATA_SUCCESS) begin                        
                        data <= scratch;    
                    end else begin
                        data <= 8'b0;
                    end
                    reg_rx_complete <= 1'b1;
                    sample <= sample + 4'b1;
                end
            end
            RX_CLOCK_OFF: begin
                state <= RX_STATE_START;
            end
        endcase
    end
end
reg reg_wr_en_deb = 1'b0;
always @(posedge uart_clk) begin
    if(reg_rx_complete == 1'b1) begin
        reg_wr_en_deb <= 1'b1;
    end else begin
        reg_wr_en_deb <= 1'b0;
    end
end
assign wr_en_deb    = reg_wr_en_deb;
assign deb_rx           = rx;
assign deb_rx_complete  = reg_rx_complete;
assign deb_rx_clk       = uart_clk;
assign deb_state        = state;
endmodule
`timescale 1ns / 1ps
module UartTransmitter (
        input wire [7:0] din,
        input wire wr_en,
        input wire system_clk,
        input wire reset,
        input wire clken,
        output reg tx,
        output wire tx_busy,
        output wire deb_tx_clk
);
initial begin
	 tx = 1'b1;
end
localparam  TX_IDLE             = 1'h0,
            TX_START            = 1'h1;
localparam  STATE_IDLE          = 2'h0,
            STATE_SEND_DATA     = 2'h1,
            STATE_SEND_STOP_BIT = 2'h2,
            STATE_SEND_END      = 2'h3;
reg [7:0] data                  = 8'h00;
reg [2:0] bitpos                = 3'h0;
reg state                       = TX_IDLE;
reg [1:0] tx_state              = STATE_IDLE;
assign tx_busy      = (tx_state != STATE_IDLE);
assign deb_tx_clk       = clken;
always @(posedge system_clk) begin
    if(reset == 1'b0) begin
        state <= TX_IDLE;
    end else begin
        case (state)
            TX_IDLE: begin
                if (wr_en) begin
                    state <= TX_START;
                end 
            end
            TX_START: begin
                if(tx_state == STATE_SEND_END) begin
                    state <= TX_IDLE;
                end 
            end
        endcase
    end
end
always @(posedge clken) begin
    if(reset == 1'b0) begin
        tx_state <= STATE_IDLE;
    end else begin
        case (tx_state)
            STATE_IDLE: begin
                if (state == TX_START) begin
                    tx_state <= STATE_SEND_DATA;
                    data <= din;
                    tx <= 1'b0;
                    bitpos <= 3'h0;
                end 
            end
            STATE_SEND_DATA: begin
                tx <= data[bitpos];
                if (bitpos == 3'h7) begin
                    tx_state <= STATE_SEND_STOP_BIT;
                end else begin
                    bitpos <= bitpos + 3'h1;
                end                
            end
            STATE_SEND_STOP_BIT: begin
                tx <= 1'b1;
                tx_state <= STATE_SEND_END;
            end
            STATE_SEND_END: begin
                tx_state <= STATE_IDLE;
            end
            default: begin
                tx <= 1'b1;
                tx_state <= STATE_IDLE;
            end 
        endcase
    end
end
endmodule
`timescale 1ns / 1ps
module customUartTop # (
        parameter SYSTEM_CLOCK = 99999001,
        parameter UART_BAUDRATE = 115200        
    )(
        input wire [7:0] din,
	    input wire wr_en,
	    (* X_INTERFACE_PARAMETER = "XIL_INTERFACENAME core_clk, ASSOCIATED_RESET core_rst, FREQ_HZ 99999001" *)
	    (* X_INTERFACE_INFO = "xilinx.com:signal:clock:1.0 core_clk CLK" *)
	    input wire system_clk,
	    input wire reset,
	    output wire tx,
	    output wire tx_busy,
	    input wire rx,
	    output wire rx_complete,
	    output wire [7:0] dout,
	    output wire [1:0] rx_error_bit,
	    output wire wr_en_deb,
        output wire deb_rx,
        output wire deb_rx_complete,
        output wire deb_rx_clk,
        output wire deb_tx_clk,
        output wire debuging_high,
        output wire [1:0] deb_state
	);
assign debuging_high = 1'b1;
wire rxclk_en, txclk_en;
BaudRateGenerator #(
    .SYSTEM_CLOCK(SYSTEM_CLOCK),
    .UART_BAUDRATE(UART_BAUDRATE)
) uart_baud(
    .system_clk(system_clk),
    .reset(reset),
    .rxclk_en(rxclk_en),
    .txclk_en(txclk_en)
);
UartTransmitter uart_tx(
    .din(din),
    .wr_en(wr_en),
    .system_clk(system_clk),
    .reset(reset),
    .clken(txclk_en),
    .tx(tx),
    .tx_busy(tx_busy),
    .deb_tx_clk(deb_tx_clk)
);
UartReceiver uart_rx(
    .rx(rx),
    .rx_complete(rx_complete),   
    .system_clk(system_clk),
    .reset(reset),
    .uart_clk(rxclk_en),
    .data(dout),
    .rx_error_bit(rx_error_bit),
    .wr_en_deb(wr_en_deb),
    .deb_rx(deb_rx),
    .deb_rx_complete(deb_rx_complete),
    .deb_rx_clk(deb_rx_clk),
    .deb_state(deb_state)
);
endmodule
==> /design/flow/run.sh <==
#!/bin/bash
# OpenROAD 26Q1-2900-gdf79404cd8, Yosys 0.63+post, stock flow scripts
make -C /OpenROAD-flow-scripts/flow DESIGN_CONFIG=/design/flow/config.mk WORK_HOME=/design/flow/orfs finish
==> /design/flow/config.mk <==
export PLATFORM = sky130hd
export DESIGN_NAME = customUartTop
export DESIGN_NICKNAME = customUartTop
export VERILOG_FILES = /design/flow/design.v
export SDC_FILE = /design/flow/constraint.sdc
export NUM_CORES = 4
export LEC_CHECK = 1
export CORE_UTILIZATION = 40
==> /design/flow/constraint.sdc <==
current_design customUartTop

set clk_period 1.8
set clk_io_pct 0.2

create_clock -name clk0 -period $clk_period [get_ports {system_clk}]

set non_clock_inputs [all_inputs -no_clocks]
set_input_delay [expr $clk_period * $clk_io_pct] -clock clk0 $non_clock_inputs
set_output_delay [expr $clk_period * $clk_io_pct] -clock clk0 [all_outputs]
==> flow_summary.ini <==
; synthesis and place-and-route metrics
[run_status]
run_status = completed

[floorplanning]
rows = 34
dieArea_um2 = 9330
num_io_pins = 33
initial_core_util = 0.412
coreArea_um2 = 8680
die_y_um = 96.6
die_w_um = 96.6

[clocking]
clkLatencyLatePin_ps = 250
cts_tree = built
post_cts_buffers = 0
cts_made_buffers = 3
clkTransAtPathRegs_ps = 70
hold_buffers = 0
cts.htree.levels = 1
cts-root-buf = clkbuf_8
cts_resized = 0
clockBufferDepth = 2

[detailed_routing]
wl_per_cell_um = 12.2
diodes = 0
drtPass1Iterations = 4
vias = 2311
ant_nets = 0
drt-initial-drc-count = 76
totalWireLength_um = 5660
drc = 0
via_per_inst = 4.97

[setup_path]
cp-start-kind = primary input
regToRegStartpoint = uart_baud.tx_acc[2]$_SDFF_PP0_
crit_chain = clkdlybuf4s50_1, clkdlybuf4s50_1
r2r_cells = 2
crit_path_frequent_cell = clkdlybuf4s50_1
rrSetupSlack_ps = 190
crit_family = buffers and inverters
path_class = primary input to primary output
cp_data_required_time_ps = 1440
slowest_delay_ps = 470
r2r_end = uart_baud.txclk_en$_DFFE_PP_
arrival_ps = 1300
cp-end-kind = primary output
slowest_stage = clkdlybuf4s50_1
worstPathMaxFanout = 2
cp_num_buf_inv = 2

[synth]
numSynthFlops = 69
flop_cell = edfxtp_1
yosys-stat-area_um2 = 3580
ys_types = 59
synth_area_leader_cell = edfxtp_1
synth_area_um2 = 3580
ys_warn_count = 3
yosysSeqAreaShare = 0.509
yosysTopAreaCellShare = 0.369
netlist_instances = 329
edf_count = 44
top_cells_by_area = edfxtp_1 (37%), dfxtp_1 (14%), ha_1 (8.4%)
syn_area_per_cell_um2 = 10.9
yosys_cells = 329
synthArstFlopShare = 0

[timing]
setup_tns_ps = 0
fmax_mhz = 604
drv_slew = 0
rsz0062_at_grt = no
unclocked_regs = 52
slew_headroom = 0.592
hold_viol_final = 0
tightest_slew_ps = 612
setup_viol = 0
final.min_clock_period_ps = 1660
untimed_endpoints = 111
fin_crit_sh = 0.920
skew_ps = 1.62

[power_and_ir_drop]
p_per_area_nw_per_um2 = 513
leakagePower_nw = 1.52
ir_drop_uv = 437
report.power.total_w = 0.00208

[place]
place_hpwl_um = 4290
dp_cells = 461
gp_congestion = 0.812
port_buffers = 31

[global_routing]
antenna_found_initial = 0
grt_pass1_wl_um = 10000
grt_max_degree = 36
grt_overflow_total = 0
groute.usage.overall = 0.130
grt_pass1_vias = 2151

[min_path]
worstHoldPathType = flip-flop to flip-flop
min_to = uart_baud.rx_acc[0]$_SDFF_PP1_
hold_path_depth = 1
min_from = uart_baud.rx_acc[0]$_SDFF_PP1_

[flow_run]
cap_viol_max_count = 0
warnings = 39

[cells_and_area]
final_cells = 465
ff_latch_area_um2 = 1820
logic_area_um2 = 1590
area_delta_synth_final_pct = 13.2
final_layout_size_suffix_gt1_frac = 0.0644
fillers = 806
Yosys cell counts (3+ instances only):
cell,count
a21oi_1,6
nand3_1,16
clkbuf_1,8
nor3_1,4
nor2b_1,13
edfxtp_1,44
and2_1,13
nand2_1,21
nor2_1,33
inv_1,23
nor4_1,3
dfxtp_1,25
buf_4,4
ha_1,24
mux2i_1,8
xnor2_1,12
and3_1,5
xor2_1,6
o21ai_0,10
sequential cells by signal, indices dropped and copies added (netlist names), 3 cells and up:
name	cells
uart_rx.data	8
uart_baud.rx_acc	5
uart_rx.bitpos	4
uart_baud.tx_acc	9
uart_rx.sample	5
uart_tx.bitpos	3
uart_rx.no_data_receive_count	7
uart_tx.data	8
uart_rx.scratch	8
kinds of logic (layout without fill, tap and decap cells):
family	Yosys count	in the layout	synth area share
compound gates	40	40	0.0779
xor+xnor	18	18	0.0440
fa+ha+maj	24	24	0.0839
buf+inv	39	67	0.0475
flops	69	69	0.509
mux	10	10	0.0350
other cells	1	1	0.00105
simple gates	128	128	0.202
worst max-delay path by stage:
| stage | depth (start not counted) | slack (ps) | startpoint | endpoint |
|---|---|---|---|---|
| 5_1_grt | 2 | 90 | rx | deb_rx |
| 6_report | 2 | 140 | rx | deb_rx |
| 4_1_cts | 2 | 140 | rx | deb_rx |
worst register-to-register path: stages, from the launching register on:
cell     delay (ps)
dfxtp_1         350
or4b_4          570
nor4_1          360
power by group:
group | internal, W | switching (W) | total (W) | leakage [nW]
registers | 0.000826 | 0.000153 | 0.000980 | 0.612
logic | 0.000375 | 0.000444 | 0.000819 | 0.886
clock network | 0.000153 | 0.000127 | 0.000280 | 0.0255
total | 0.00135 | 0.000724 | 0.00208 | 1.52
area by class of cell:
type                       count  share of cell area
clock buffer                   3              0.0102
sequential                    69               0.450
timing repair buffer          39              0.0914
clock inverter                 1             0.00124
multi-input combinational    221               0.392
inverter                      24              0.0222
tap                          108              0.0334
metal layers:
metal / track usage / share of wire / vias to the layer above
met2: 0.198 / 0.45 / 31
met5: 0 / 0 / -
li1: - / - / 1207
met3: 0.00956 / 0.021 / 2
met1: 0.229 / 0.52 / 1071
met4: 0.00344 / 0.0019 / 0
through the flow:
step | cell area, um^2 | worst slack, ps | hold slack, ps | utilization
floorplan | 3580 | 318 | 385 | -
global placement | 4010 | 146 | 397 | 0.462
detailed placement | 4010 | 152 | 408 | 0.462
CTS | 4050 | 141 | 422 | 0.467
global route | 4050 | 92.5 | 455 | 0.467
finish | 4050 | 144 | 419 | 0.467
layout by cell type (no fill, tap or decap), types with 10 or more instances in the layout:
cell	netlist	routed
edfxtp_1	44	44
nor2_1	33	33
clkdlybuf4s50_1	0	31
dfxtp_1	25	25
ha_1	24	24
inv_1	23	23
nand2_1	21	21
nand3_1	16	16
and2_1	13	13
nor2b_1	13	13
xnor2_1	12	12
o21ai_0	10	10
Power figures rest on the tool's default switching activity, not on a simulated workload.
